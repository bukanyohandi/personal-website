### /design/flow/config.mk
export PLATFORM = sky130hd
export DESIGN_NAME = alu
export DESIGN_NICKNAME = alu
export VERILOG_FILES = /design/flow/design.v
export SDC_FILE = /design/flow/constraint.sdc
export NUM_CORES = 4
export LEC_CHECK = 1
export CORE_UTILIZATION = 30
### /design/flow/constraint.sdc
current_design alu

set clk_period 26.0
set clk_io_pct 0.2

create_clock -name clk0 -period $clk_period

set non_clock_inputs [all_inputs -no_clocks]
set_input_delay [expr $clk_period * $clk_io_pct] -clock clk0 $non_clock_inputs
set_output_delay [expr $clk_period * $clk_io_pct] -clock clk0 [all_outputs]
### /design/flow/design.v
module alu(instruction, regA, regB, result, flags);
    input signed[31:0] instruction, regA, regB;
    output[31:0] result;
    output[2:0] flags;
    wire[0:0] zero = 1'b0;
    wire[0:0] one = 1'b1;
    reg[5:0] opcode, func;
    reg[31:0] calculate, rs, rt;
    reg[2:0] tmp;
    always @(instruction, regA, regB)
    begin
        tmp = {3{zero}};
        opcode = instruction[31:26];
        func = instruction[5:0];
        rs = 0;
        if(instruction[25:21] == 5'b00000)
            begin
                rs = regA;
            end
        else if(instruction[25:21] == 5'b00001)
            begin
                rs = regB;
            end
        rt = 0;
        if(instruction[20:16] == 5'b00000)
            begin
                rt = regA;
            end
        else if(instruction[20:16] == 5'b00001)
            begin
                rt = regB;
            end
        case(opcode)
        6'b000000:
        begin
            case(func)
            6'b100000:
            begin
                calculate = rs + rt;
                tmp[0] = ((calculate[31] != rs[31]) && (rs[31] == rt[31]));
            end
            6'b100001:
            begin
                calculate = rs + rt;
            end
            6'b100010:
            begin
                calculate = rs - rt;
                tmp[0] = ((calculate[31] != rs[31]) && (rs[31] != rt[31]));
            end
            6'b100011:
            begin
                calculate = rs - rt;
            end
            6'b100100:
            begin
                calculate = rs & rt;
            end
            6'b100111:
            begin
                calculate = ~(rs | rt);
            end
            6'b100101:
            begin
                calculate = rs | rt;
            end
            6'b100110:
            begin
                calculate = rs ^ rt;
            end
            6'b101010:
            begin
                calculate = $signed(rs) - $signed(rt);
                if($signed(rs) < $signed(rt))
                    begin
                        tmp[1] = 1;
                    end
            end
            6'b101011:
            begin
                calculate = rs - rt;
                if(rs < rt)
                    begin
                        tmp[1] = 1;
                    end
            end
            6'b000000:
            begin
                calculate = rt << instruction[10:6];
            end
            6'b000100:
            begin
                calculate = rt << rs;
            end
            6'b000010:
            begin
                calculate = rt >> instruction[10:6];
            end
            6'b000110:
            begin
                calculate = rt >> rs;
            end
            6'b000011:
            begin
                calculate = $signed(rt) >>> instruction[10:6];
            end
            6'b000111:
            begin
                calculate = $signed(rt) >>> rs;
            end
            endcase
        end
        6'b001000:
        begin
            calculate = rs + {{16{instruction[15]}}, instruction[15:0]};
            tmp[0] = ((calculate[31] != rs[31]) && (rs[31] == instruction[15]));
        end
        6'b001001:
        begin
            calculate = rs + {{16{instruction[15]}}, instruction[15:0]};
        end
        6'b001100:
        begin
            calculate = rs & {{16{zero}}, instruction[15:0]};
        end
        6'b001101:
        begin
            calculate = rs | {{16{zero}}, instruction[15:0]};
        end
        6'b001110:
        begin
            calculate = rs ^ {{16{zero}}, instruction[15:0]};
        end
        6'b000100:
        begin
            calculate = $signed(rs) - $signed(rt);
            if(calculate == 0)
                begin
                    tmp[2] = 1;
                end
        end
        6'b000101:
        begin
            calculate = $signed(rs) - $signed(rt);
            if(calculate != 0)
                begin
                    tmp[2] = 1;
                end
        end
        6'b001010:
        begin
            calculate = $signed(rs) - $signed({{16{instruction[15]}}, instruction[15:0]});
            if($signed(rs) < $signed({{16{instruction[15]}}, instruction[15:0]}))
                begin
                    tmp[1] = 1;
                end
        end
        6'b001011:
        begin
            calculate = rs - {{16{instruction[15]}}, instruction[15:0]};
            if(rs < {{16{instruction[15]}}, instruction[15:0]})
                begin
                    tmp[1] = 1;
                end
        end
        6'b100011:
        begin
            calculate = $signed(rs) + $signed({{16{instruction[15]}}, instruction[15:0]});
        end
        6'b101011:
        begin
            calculate = $signed(rs) + $signed({{16{instruction[15]}}, instruction[15:0]});
        end
        endcase
    end
    assign flags[2] = (tmp[2] == 1);
    assign flags[1] = (tmp[1] == 1);
    assign flags[0] = (tmp[0] == 1);
    assign result = calculate[31:0];
endmodule
### /design/flow/run.sh
#!/bin/bash
# OpenROAD 26Q1-2900-gdf79404cd8, Yosys 0.63+post, stock flow scripts
make -C /OpenROAD-flow-scripts/flow DESIGN_CONFIG=/design/flow/config.mk WORK_HOME=/design/flow/orfs finish
==> CHANGELOG.md <==
### Implementation results

* P_leak at 8.15 nW
* Post-Place Cells at 3482
* Routed WL per cell at 28.8 µm
* Top delay family on crit path: AND-OR/OR-AND gates
* Crit-path max cell delay at 0.77 ns
* I/O pin total at 131
* Port bufs at 131
* Vias in the first global route at 20300
* Endpoints left unconstrained at 64
* Fp_density at 0.305
* Drt initial violations at 2727
* Cells after Synth at 2687
* Worst-margin pin slew at 1.04 ns
* Dominant register cell: dlxtn_1
* Fin cells at 3483
* Chip area at 0.0611 mm²
* Post-CTS Setup Inserts at 0
* Area Overhead vs Synth at 11.3%
* Area leader, netlist: ha_1
* Die width at 247 µm
* Worst Path Required at 20.80 ns
* Placement Rows at 89
* # Max-Cap Violations at 0
* Ys cells at 2687
* Synth cell count leaders: 274 x nand2_1, 242 x o21ai_0, 238 x a21oi_1, 235 x nor2_1, 189 x ha_1
* Core area at 0.0591 mm²
* Yosys reg bits at 32
* Outcome: complete, no violations
* Pint at 120 µW
* Fmax at 0.0622 GHz
* Setup CP Type: in -> out
* Worst slack at placement at 9.98 ns
* Die Y-Extent at 247 µm
* Endpoints failing setup at 0
* Slowest CP cell: or4_4
* Hold WC Path Type: in -> out
* Mapped cell area at 0.0180 mm²
* Register pins left without a clock at 32
* CP arrival at 10.88 ns
* RSZ-0062 raised after global routing: no
* Yosys warnings at 1
* Tool warnings at 156
* Final core utilization at 0.339
* Vias per cell at 6.37
* Final hold vios at 0
* Hold_ws at 11.53 ns
* Psw at 199 µW
* Sum Neg Setup Slack at 0 ns
* Main area contributors: ha_1 13%, mux2i_1 10%, o21ai_0 6.7%, a21oi_1 6.6%, nand2_1 5.7%
* Hold buffers post-CTS at 0
* Power Density at 15.9 mW/mm²
* Clock share of power at 0
* Sequential power share at 0.034
* Final slew viol count at 0
* Count of library flops with an enable pin at 0
* Largest net degree at the start of global routing at 82
* Switching share of total power at 0.624
* Total grt overflow at 0
* Worst-path maximum fanout at 16
* Layout cells sized above 1 at 0.0664
* Final min period at 16.08 ns
* First-pass GRT wire length at 144000 µm
* DP HPWL at 81800 µm
* Cts repair resizes at 0
* VDD IR max at 0.00690 mV
* Area leader share at 0.131
* DR DRC count at 0
* Distinct cells, synth at 102
* Critical path, cell by cell: clkdlybuf4s50_1 > or4_4 > nor2_2 > ha_1 > o21a_1 > o31a_1 > o31ai_1 > a41oi_1 > a31oi_1 > o41a_1 > o31ai_1 > a211oi_1 > nor3_1 > a211oi_1 > o32ai_1 > clkdlybuf4s50_1
* Via count at 22200
* PnR worst setup slack at 9.92 ns
* Most frequent cell after synthesis: nand2_1
* Max-Slew Margin vs Limit at 0.301
* Syn avg cell area at 6.71 µm²
* Yosys stat chip area at 0.0180 mm²
* Max reg flops at 32
* Final ANT Viol Nets at 0
* Total Routing Usage GR at 0.327
* Setup crit end kind: primary output
* Post-synth ARST share at 0
* Placer Congestion at 1.09
* Combinational fraction of design power at 0.966
* Period utilisation layout at 0.619
* Antenna violations before repair at 6
* Detailed Routing Iterations Pass 1 at 23
* CP Buf/Inv Count at 2
* Startpoint type of the worst setup path: primary input
* Detailed Route WL at 100000 µm
## routing by layer
metal | global-route usage | routed length [µm] | up-vias
li1 | - | - | 10100
met1 | 0.460 | 42800 | 10500
met2 | 0.474 | 41900 | 1240
met3 | 0.0624 | 9280 | 260
met4 | 0.163 | 6080 | 10
met5 | 0 | 57 | -
## cells by family after synthesis
logic type | after synthesis | synth area share
AND-OR/OR-AND | 1007 | 0.372
XOR/XNOR | 73 | 0.0355
AND/OR/NAND/NOR | 811 | 0.211
buffers and inverters | 338 | 0.0803
latches | 32 | 0.0267
multiplexers | 233 | 0.139
adder cells (fa/ha/maj) | 193 | 0.136
## cells in the final DEF, fill, tap and decap left out, drive strengths merged, types with 18 or more instances in the layout
master | synthesis | final
a2111oi | 19 | 19
a211oi | 39 | 39
a21o | 45 | 45
a21oi | 244 | 244
a221oi | 50 | 50
a22o | 33 | 33
a31oi | 43 | 43
and2 | 25 | 25
and3 | 18 | 18
buf | 74 | 74
clkdlybuf4s50 | 0 | 127
dlxtn | 32 | 32
ha | 189 | 189
inv | 155 | 155
mux2 | 38 | 38
mux2i | 187 | 187
nand2 | 274 | 274
nand2b | 22 | 22
nand3 | 64 | 64
nand4 | 20 | 20
nor2 | 241 | 241
nor3 | 57 | 57
nor4 | 31 | 31
o211ai | 44 | 44
o21a | 18 | 18
o21ai | 252 | 252
o21bai | 24 | 24
o221ai | 27 | 27
o22ai | 23 | 23
o311ai | 18 | 18
o31ai | 20 | 20
xnor2 | 63 | 63
## per-stage QoR
stage | instance area [µm²] | power [mW]
final | 20100 | 0.319
after global routing | 20100 | 0.338
after CTS | 20100 | 0.310
after detailed placement | 20100 | 0.308
after global placement | 20100 | 0.311
after floorplan | 18000 | 0.192
## power by group through the flow
stage | clock [mW] | combinational [mW] | sequential [mW]
CTS | 0 | 0.299 | 0.0109
global route | 0 | 0.326 | 0.0112
finish | 0.00000000463 | 0.309 | 0.0107
## layout make-up
type / instances / area, µm²
fillers: 6439 / 39100
multi-input cells: 2317 / 16200
repair buffers: 201 / 1820
well taps: 773 / 967
inverters: 159 / 597
flip-flops and latches: 32 / 480
diodes: 1 / 2.50
## path summary, 6_finish.rpt
path	cells after the start	slack, ns	to	startpoint
hold / removal	5	11.53	flags[1]	instruction[26]
setup / recovery	16	9.92	flags[0]	instruction[22]
No activity file was given, so power comes from the tool's default toggle rates.
